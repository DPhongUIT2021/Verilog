===== flow/design.v =====
module SRA_Controler_Beha(ctrl_word, reset, clk);
			parameter msb = 15, S0 = 3'b000, S1 = 3'b001, S2 = 3'b010, S3 = 3'b011, S4 = 3'b100;
			parameter word_size = 19;
			input reset, clk;
			output[word_size:0] ctrl_word;
			reg[2:0] state;
			wire[word_size:0] CW_S0, CW_S1, CW_S2, CW_S3, CW_S4;
			assign CW_S0[word_size:0] = {5'h19, 10'h286, 4'h0, 1'b0};
			assign CW_S1[word_size:0] = {5'h11, 10'h125, 4'h1, 1'b0};
			assign CW_S2[word_size:0] = {5'h09, 10'h056, 4'h2, 1'b0};
			assign CW_S3[word_size:0] = {5'h04, 10'h010, 4'h8, 1'b1};
			assign CW_S4[word_size:0] = {5'h03, 10'h018, 4'h4, 1'b0};
			assign ctrl_word[word_size:0] = (state == S0) ? CW_S0 : (state == S1) ? CW_S1 : (state == S2) ? CW_S2 
														: (state == S3) ? CW_S3 : (state == S4) ? CW_S4 : {(word_size+1){1'bz}};
			initial state = 4; 
			always @(negedge clk) begin
					if(reset) state = 0;
					else if(state < 4) state = state + 1;
					else state = 0;
			end
endmodule

===== flow/run.sh =====
#!/bin/bash
# OpenROAD 26Q1-2900-gdf79404cd8, Yosys 0.63+post, stock flow scripts
make -C /OpenROAD-flow-scripts/flow DESIGN_CONFIG=/design/flow/config.mk WORK_HOME=/design/flow/orfs finish

===== flow/config.mk =====
export PLATFORM = sky130hd
export DESIGN_NAME = SRA_Controler_Beha
export DESIGN_NICKNAME = SRA_Controler_Beha
export VERILOG_FILES = /design/flow/design.v
export SDC_FILE = /design/flow/constraint.sdc
export NUM_CORES = 4
export LEC_CHECK = 1
export CORE_AREA = 10 10 70 70
export DIE_AREA = 0 0 80 80

===== flow/constraint.sdc =====
current_design SRA_Controler_Beha

set clk_period 1.6
set clk_io_pct 0.2

create_clock -name clk0 -period $clk_period [get_ports {clk}]

set non_clock_inputs [all_inputs -no_clocks]
set_input_delay [expr $clk_period * $clk_io_pct] -clock clk0 $non_clock_inputs
set_output_delay [expr $clk_period * $clk_io_pct] -clock clk0 [all_outputs]

==> run notes <==
Summary of implementation figures.

Run status
The flow ran to the end, but the final reports show violations. The checks that failed: negative setup slack.

Setup path
The data required time of the critical path is 1.28 ns. The critical path goes through inv_4 > ha_4 > nor3_4 > buf_4 > o21ba_4 > buf_6 > buf_2. The type of the worst setup path is register to output port. The report shows a maximum critical-path fanout of 4. The timing report shows that the slowest cell on the worst path is dfxtp_4. According to the timing report, the arrival time at the worst endpoint equals 2.30 ns. Per STA, the highest per-stage delay on the worst path measures 0.38 ns. The startpoint class of the critical path is a register. The kind of end point of the critical path is an output port.

Clock tree
The total number of clock tree sinks is 3. Hold repair after CTS inserted 0 buffers. The clock buffer count from CTS is 3.

The library cell used as clock root buffer is clkbuf_4. The clock reaches the later pin of the worst-skew pair after 0.30 ns. Counting along the longest clock path gives a buffer depth of 2. The number of levels in the clock H-tree is 1. TritonCTS built the clock tree. The clock transition at the register clock pins on the worst setup and hold paths after CTS is 0.04 ns.

STA
Setup slack on the critical path of the routed design comes to -1.02 ns. The count of final max-slew check failures is 0. For the pin with the worst max-slew slack, the measured transition is 0.178 ns.

Checking max transition, the worst relative margin is 88.1%. The setup-violating endpoint count in the final report is 20. Setup repair after global routing could not meet its margin everywhere. Across the routed clock network, the largest skew measured is 0.0128 ns.

Endpoints failing hold in the final report were tallied at 0. The final layout reports a setup TNS of -18.09 ns.

Route
The number of remaining DRC errors is 0. The final wirelength is 1080 µm. The via density per instance is 3.09.

The routed wirelength normalized by instance count is 9.22 µm. The final antenna diode tally reported by the flow is 0. The count of vias placed by the detailed router is 362.

The violation count after the first detailed-routing iteration is 4. The count of antenna-violating nets left after detailed routing is 0. Before antenna repair, the detailed router went through 2 iterations.

Floorplan
The die outline width is 80 µm. The total area inside the core boundary comes to 3420 µm². According to the floorplan report, the total die area is 6400 µm². The number of I/O pins is 22. In this run the vertical extent of the chip is 80 µm. The share of the core filled by cells before placement is 9.30%.

The row count is 21.

Global routing
The global-route wire length before repair is 1680 µm. The number of antenna violations at the first check in global routing is 0. Entering global routing, the biggest net connects 6 pins. The number of global-route vias before repair is 371. After global routing the overflow that remains totals 0. The overall fraction of global-route tracks in use is 3.15%.

Yosys
The post-synthesis instance total is 39. In this run the mean area of a mapped cell was 8.15 µm². In the Yosys stats the netlist draws on 15 distinct library cells. After synthesis, flip-flops and latches occupy 18.9% of the total area. According to the Yosys statistics, the synthesized design has a chip area of 318 µm². After synthesis the cells add up to 318 µm².

Yosys stat counts 39 cells in the synthesized netlist. After synthesis, the largest area contributor takes up 23.6% of total cell area. The biggest area consumer among synthesized cells is buf_4. After synthesis the netlist holds a flip-flop and latch count of 3.

The total number of yosys warnings is 2. The main area contributors are buf_4, ha_1, dfxtp_1.

Pwr
IR analysis of the VDD net gives a maximum drop of 0.295 mV. The total power divided by cell area is 938 nW/µm². The reported leakage power is 0.348 nW. After layout, the design draws a total of 0.694 mW.

Placed design
The placed cell count is 102. In this run the tool buffered the top-level ports with 21 buffer cells. The routability congestion estimate from global placement is 0.671. The detailed placement HPWL is 793 µm. The placement-stage worst setup slack is -0.996 ns.

Finish
The number of cells in the finished layout apart from fillers is 117. The ratio of cells with drive above 1 in the final layout is 83.1%. The flip-flop count of the largest register after layout is 3.

The number of fillers in the final layout is 374. Relative to the synthesized area, the layout overhead comes to 133%.

Job
The max-cap violation count is 0. Across all stage logs, warnings added up to 34.

Worst hold path
The class of the tightest hold or removal check is register to register.
==> cells in the final DEF (no fill, tap or decap), types with 2 or more instances in the layout <==
cell      count
clkbuf_4      3
nor3_1        2
inv_4         2
buf_2        17
buf_4         7
buf_6        11
dfxtp_4       3
nor3_4        2
nor2_4        2
inv_1         5
ha_4          3
==> per-layer routing <==
| layer | track usage (%) | vias up | part of all wire (%) |
|---|---|---|---|
| li1 | - | 178 | - |
| met1 | 3.59 | 162 | 41 |
| met2 | 4.49 | 20 | 41 |
| met3 | 2.39 | 2 | 16 |
| met4 | 0.880 | 0 | 1.7 |
| met5 | 0 | - | 0 |
==> cell families after synthesis <==
group,count (synthesis),synth area share (%)
fa+ha+maj,5,19.7
simple gates,13,22.4
compound gates,3,7.09
buf+inv,15,31.9
flops,3,18.9
==> synth_stat cells <==
cell type,instances
ha_1,5
buf_6,1
inv_1,4
o21ba_2,1
nor2b_1,1
o21ai_0,1
buf_4,10
and2_1,1
nor3_1,3
o21a_1,1
nor3b_1,2
nor2_1,4
nor3_2,1
nand2_1,1
dfxtp_1,3
==> path summary, 6_finish.rpt <==
kind	startpoint	endpoint	slack (ns)	depth (start not counted)
max	state[0]$_SDFF_NP0_	ctrl_word[3]	-1.02	7
min	state[2]$_SDFF_NP0_	state[1]$_SDFF_NP0_	0.58	2
max reg2reg	state[0]$_SDFF_NP0_	state[2]$_SDFF_NP0_	0.57	3
min reg2reg	state[2]$_SDFF_NP0_	state[1]$_SDFF_NP0_	0.58	2
==> where the power goes <==
part	leakage [nW]	total [mW]	switching [mW]	internal, mW
clock	0.0351	0.163	0.0648	0.0979
sequential	0.0267	0.107	0.0190	0.0880
combinational	0.287	0.424	0.142	0.282
==> critical path: cells and delay by family (launching register included) <==
| kind | cells | cell delay [ns] |
|---|---|---|
| AND-OR/OR-AND | 1 | 0.12 |
| adder cells (fa/ha/maj) | 1 | 0.17 |
| buffers and inverters | 4 | 0.35 |
| flip-flops | 1 | 0.38 |
| AND/OR/NAND/NOR | 1 | 0.18 |
==> metrics by stage <==
stage                     hold WS (ns)  util [%]  area [µm²]
after floorplan                  0.435         -         352
after global placement           0.540      17.1         586
after detailed placement         0.545      17.1         586
after CTS                        0.584      19.8         677
after global routing             0.594      21.6         739
final                            0.576      21.6         739
==> layout make-up <==
type                            count  area [µm²]  share of cell area (%)
Inverter                            3        16.3                    2.20
Multi-Input combinational cell     21         265                    35.9
Sequential cell                     3        71.3                    9.64
Clock buffer                        3        22.5                    3.05
Clock inverter                      4        15.0                    2.03
Timing Repair Buffer               37         292                    39.4
Tap cell                           46        57.6                    7.78
==> timing repair <==
action | 4_1_cts | 5_1_grt
setup endpoints to repair | 20 | 20
gates resized | 84 | 11
pin swaps | 12 | 5
buffers inserted | 8 | 2
endpoints found under the hold margin | 0 | 0
Power is estimated from default activity; no workload was simulated.
