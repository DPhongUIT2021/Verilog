==> design/flow/design.v <==
module Traffic(state, cnt, HG, HY, HR, FG, FY, FR, reset, rtc_clk);
			input reset, rtc_clk;
			output HG, HY, HR, FG, FY, FR;
			output[5:0] cnt;
			output[1:0] state;
			wire over_flag, sel_compare, rst_cnt, S0, S1, S2, S3;
			reg[1:0] state;
			assign S0 = (~state[1] & ~state[0]);
			assign S1 = (~state[1] & state[0]);
			assign S2 = (state[1] & ~state[0]);
			assign S3 = (state[1] & state[0]);
			assign HG = S0;
			assign HY = S1;
			assign HR = (S2 | S3);
			assign FG = S2;
			assign FY = S3;
			assign FR = (S0 | S1);
			assign sel_compare = (S0 | S2);
			assign rst_cnt = (over_flag | reset);
			counter cnter(.cnt(cnt), .over_flag(over_flag), .reset(rst_cnt), .sel_compare(sel_compare), .clk(rtc_clk));
 			initial begin
					state = 3;
			end
			always @(negedge over_flag, posedge reset) begin
						if(reset) state = 0;
						else state = state + 1;	
			end
endmodule
module counter(cnt, over_flag, reset, sel_compare, clk);
			input reset, sel_compare, clk;
			output over_flag;
			output[5:0] cnt;
			reg[5:0] cnt;   
			wire over_flag_10, over_flag_50;
			assign over_flag_9 = (cnt == 6'd9);
			assign over_flag_49 = (cnt == 6'd49);
			assign over_flag = (sel_compare) ? over_flag_49 : over_flag_9;
			initial begin
				cnt = 63;
			end
			always @(negedge clk) begin
					if(reset) cnt = 0;
					else cnt = cnt + 1;
			end
endmodule
==> design/flow/run.sh <==
#!/bin/bash
# OpenROAD 26Q1-2900-gdf79404cd8, Yosys 0.63+post, stock flow scripts
make -C /OpenROAD-flow-scripts/flow DESIGN_CONFIG=/design/flow/config.mk WORK_HOME=/design/flow/orfs finish
==> design/flow/config.mk <==
export PLATFORM = sky130hd
export DESIGN_NAME = Traffic
export DESIGN_NICKNAME = Traffic
export VERILOG_FILES = /design/flow/design.v
export SDC_FILE = /design/flow/constraint.sdc
export NUM_CORES = 4
export LEC_CHECK = 1
export CORE_AREA = 10 10 70 70
export DIE_AREA = 0 0 80 80
==> design/flow/constraint.sdc <==
current_design Traffic

set clk_period 2.6
set clk_io_pct 0.2

create_clock -name clk0 -period $clk_period [get_ports {rtc_clk}]

set non_clock_inputs [all_inputs -no_clocks]
set_input_delay [expr $clk_period * $clk_io_pct] -clock clk0 $non_clock_inputs
set_output_delay [expr $clk_period * $clk_io_pct] -clock clk0 [all_outputs]
==> impl_metrics.toml <==
# synthesis and place-and-route metrics
[setup_path]
crit_family = "flip-flops"
crit_path_start_kind = "flop"
cpMaxStageDelayCell = "dfxtp_2"
endpoint_kind = "primary output"
crit_fanout = 2
slowest_delay_ns = 0.31
path_class = "reg -> out"
r2r_end = "cnter.cnt[4]$_SDFF_NP0_"
path_cells = "buf_2"
r2r_start = "cnter.cnt[1]$_SDFF_NP0_"
r2r_slack_ns = 1.03
cp_num_buf_inv = 1
cp_data_required_time_ns = 2.08
arrival_ns = 2.02
reg2reg_depth = 6

[min_path]
min_from = "cnter.cnt[0]$_SDFF_NP0_"
hold_class = "reg -> reg"
hold_depth = 2
min_to = "cnter.cnt[0]$_SDFF_NP0_"

[global_route]
grt_max_degree = 8
grt.overflow.total = 0
grt_pass1_wl_mm = 1.711
grt_pass1_vias = 422
grt_usage_pct = 3.281
antenna_found_initial = 0

[routing]
vias = 395
antennaDiodeCount = 0
antenna_left = 0
dr.pass1.iters = 4
remaining_drc_errors = 0
detail_route.iter0.violations = 1
routedWlPerCell_um = 9.231
vias_per_cell = 3.376
wirelength_mm = 1.080

[yosys]
ys_cells = 41
top_logic_kind = "simple AND/OR/NAND/NOR gates"
ys_area_um2 = 426.7
synth.distinct_cells = 17
yosysWarnings = 4
ys_seq_share_pct = 39.88
syn_area_um2 = 426.7
yosys.area_share.xor_xnor_pct = 6.158
synthCells = 41
synth-seq-cells = 8
mux_share_pct = 0
synth.avg_cell_area_um2 = 10.41
aoi_share_pct = 5.865
ys_sh_adder_pct = 17.60
synth-simple-area-share_pct = 26.10

[pwr]
leakage_uw = 0.0003101
vdd_drop_max_v = 0.0002090
p_per_area_mw_per_mm2 = 348.6
power_uw = 245.5

[sta]
rsz0062_at_grt = "false"
worst_slew_pin_slew_ns = 0.7322
setup-violations-final = 0
slew_headroom_pct = 50.78
finalMaxSlewViolations = 0
clock_skew_ns = 0.009673
final.setup.worst_slack_ns = 0.06369
unclocked_regs = 2
untimed_endpoints = 10
hold_viol = 0

[die]
ioPinCount = 16
core_mm2 = 0.003416
rows = 21
die_area_mm2 = 0.006400
fp_util_pct = 12.49
fp.dieH_um = 80
dieWidth_um = 80

[place]
numPortBuffers = 15
dpl.hpwl_um = 896.8
pre_cts_slack_ns = -0.2466
finalWeightedCongestion = 0.8347

[run_status]
status = "completed"

[final_layout]
drive_gt1_share_pct = 36.62
final_core_util_pct = 20.62
layout_top_cell = "inv_1"
nFillCells = 379
lay_top_cells = "inv_1, clkdlybuf4s50_1, buf_4"
synthToLayoutAreaGrowth_pct = 65.10

[clock_network]
cts_hold_buf = 0
numCtsBuffers = 3
cts_max_path_buffers = 2
htreeDepth = 1
post-cts-setup-buffers = 0
cts_tree = "yes"
path_clk_slew_ns = 0.03
clock_latency_ns = 0.30
cts_root_buf = "clkbuf_4"

[job]
tool_warnings = 35
maxCapViolCount = 0
-- worst min-delay path, delay by kind of cell (launching register included) --
kind          cells  cell delay (ns)
flops             1             0.31
buf+inv           1             0.12
simple gates      1             0.05
-- synth_stat cells --
library cell,instances,share of area (%)
or3_1,1,1.5
o21ai_0,2,2.3
nand3_2,1,2.3
inv_1,5,4.4
or2_2,2,2.9
ha_1,6,18
xor2_1,2,4.1
dfxtp_1,6,28
nor4_1,5,7.3
nor4_2,1,2.9
a2111oi_2,1,3.5
nor2_1,2,1.8
dfrtp_1,2,12
nand3_1,1,1.2
nand4bb_1,2,5.3
xnor2_1,1,2.1
nand2_1,1,0.88
-- worst max path at each step --
| stage | startpoint | end | cells after the start |
|---|---|---|---|
| final | cnter.cnt[3]$_SDFF_NP0_ | cnt[3] | 1 |
| after CTS | cnter.cnt[3]$_SDFF_NP0_ | cnt[3] | 1 |
| after global routing | cnter.cnt[5]$_SDFF_NP0_ | cnt[5] | 1 |
-- cell families (layout without fill, tap and decap cells) --
kind of cell,count (synthesis),count (layout)
AND-OR/OR-AND,3,3
AND/OR/NAND/NOR,16,16
flip-flops,8,8
XOR/XNOR,3,3
adder cells (fa/ha/maj),6,6
buffers and inverters,5,35
-- layer usage --
layer	global-route usage (%)	vias up	share of wire (%)
met5	0	-	0
met4	0.8803	0	0.74
met3	1.705	2	5.6
met2	6.581	7	60
met1	2.628	179	33
li1	-	207	-
-- what timing repair did --
item / in CTS / in global routing
setup endpoints to repair: 6 / 0
hold endpoints to repair: 0 / 0
gates resized: 23 / 0
-- final cells by class --
| cell class | count | area, um2 | area share [%] |
|---|---|---|---|
| inverter | 4 | 15.01 | 2.131 |
| multi-input combinational | 28 | 237.7 | 33.75 |
| tap | 46 | 57.56 | 8.171 |
| sequential | 8 | 176.4 | 25.04 |
| clock buffer | 3 | 22.52 | 3.197 |
| clock inverter | 6 | 22.52 | 3.197 |
| timing repair buffer | 22 | 172.7 | 24.51 |
-- sequential cells by signal, indices dropped and copies added (netlist names) --
name and cells:
cnter.cnt 6, state 2
-- per-stage QoR --
step           hold WS (ns)  instances  instance area, um2  TNS, ns
2_1_floorplan        0.4768         41               426.7        0
3_3_place_gp         0.5396        109               686.9  -0.9550
3_5_place_dp         0.5505        109               686.9   -1.132
4_1_cts              0.5333        117               704.4        0
5_1_grt              0.5620        117               704.4        0
6_report             0.5303        117               704.4        0
-- power by group --
part | switching, uW | internal (uW)
clock | 54.0 | 64.8
combinational | 11.6 | 15.2
sequential | 1.96 | 97.9
Power is estimated from default activity; no workload was simulated.
